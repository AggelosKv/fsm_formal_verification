File: flow/config.mk
export PLATFORM = sky130hd
export DESIGN_NAME = fsm
export DESIGN_NICKNAME = fsm
export VERILOG_FILES = /design/flow/design.v
export SDC_FILE = /design/flow/constraint.sdc
export NUM_CORES = 4
export LEC_CHECK = 1
export CORE_AREA = 10 10 70 70
export DIE_AREA = 0 0 80 80
export SYNTH_HDL_FRONTEND = slang
File: flow/constraint.sdc
current_design fsm

set clk_period 1.2
set clk_io_pct 0.2

create_clock -name clk0 -period $clk_period [get_ports {clk}]

set non_clock_inputs [all_inputs -no_clocks]
set_input_delay [expr $clk_period * $clk_io_pct] -clock clk0 $non_clock_inputs
set_output_delay [expr $clk_period * $clk_io_pct] -clock clk0 [all_outputs]
File: flow/design.v
package fsm_stages_pkg;
    typedef enum logic[1:0] { start = 2'b00, odd = 2'b01, even = 2'b10, fin = 2'b11 } c_state;  
endpackage
import fsm_stages_pkg::*;  
module  fsm(
  input  logic clk,
  input  logic reset,
  input  logic q1,
  input  logic q2,
  output logic [1:0] count,
  output c_state state
);
  always_ff @(posedge clk, posedge reset ) begin
  if(reset)begin
      state <= start;
  end
  else
      case(state)
          start : if(!q1 && q2)begin
                     state <= odd;
                  end
          odd   : if(q1 ~^ q2)begin
                     state <= start; 
                  end
                     else if(q1 && !q2)begin
                         state <= even; 
                     end
          even  : if((!q2))begin
                     state <= start;
                  end
                      else if (!q1 && q2)begin
                          state <= odd;
                      end
                          else if(q1 && q2)begin
                              state <= fin;
                          end 
          fin   : if((!q2))begin
                     state <= start;
                  end
                      else if(!q1 && q2)begin
                         state <= odd;
                      end                 
      endcase
  end
  always_comb begin
      case(state)
          start : count = 2'b00;
          odd   : count = 2'b01;
          even  : count = 2'b10;
          fin   : count = 2'b11;
      endcase
  end
endmodule
File: flow/run.sh
#!/bin/bash
# OpenROAD 26Q1-2900-gdf79404cd8, Yosys 0.63+post, stock flow scripts
make -C /OpenROAD-flow-scripts/flow DESIGN_CONFIG=/design/flow/config.mk WORK_HOME=/design/flow/orfs finish
==> run notes <==
Notes on the flow outputs.

- The flow ran to the end, and the final reports show no timing, DRC or antenna violations.
- The maximum count of clock buffers along a single path is 2.
- The total clock buffers created by CTS is 3.
- The reg-to-reg critical path startpoint reads state[1].
- The chip occupies 6400 sq um.
- The tally of nets with antenna violations remaining after routing is 0.
- The static power due to leakage is 0.156 nW.
- Total power normalized to cell area comes to 941 nW/um^2.
- The worst setup timing slack at the placement stage is -499 ps.
- The maximum level of the CTS H-tree is 1.
- After detailed routing, the number of vias per cell comes to 2.20.
- The number of detailed-routing iterations run before antenna repair reads 3.
- The average instance area after synthesis is 9.13 sq um.
- The top cell type's share of synthesized area reads 0.323.
- The register clock-pin slew on the reported worst setup and hold paths reads 30 ps.
- By area the synthesized netlist is led by sky130_fd_sc_hd__dfrtp_1 32%, sky130_fd_sc_hd__ha_1 24%, sky130_fd_sc_hd__inv_1 7.3%.
- The kind of critical path is flip-flop to flip-flop.
- The kind of capture point of the worst setup path reads a flip-flop.
- The routed layout has 167 vias.
- The critical path's slowest stage uses the library cell sky130_fd_sc_hd__or4b_1.
- The area of the placeable core is 3420 sq um.
- Of the total power, the clock network draws 0.493.
- Setup repair after global routing left no endpoint under its margin.
- The final worst-path cycle share reads 0.964.
- The worst path in the final design needs a cycle of 1160 ps, including I/O delays and setup.
- The post-route DRC violation count reads 0.
- The sequential element share of the synthesized area reads 0.323.
- The worst-case max-slew headroom was logged as 0.875.
- The register with the most flip-flops in the final layout is state.
- The number of antenna violations at the first check in global routing is 0.
- The number of different library cells used by synthesis comes to 11.
- The per-cell routed wire length is 6.83 um.
- Of the total power, registers draw 0.265.
- The worst clock skew reads 1.30 ps.
- The Yosys chip area is 155 sq um.
- The required time at the endpoint of the critical path is 1350 ps.
- Per the timing report, the most critical flop-to-flop path finishes at state[1].
- The final worst-path setup slack reads 43.6 ps.
- The worst setup path is launched from a flip-flop.
- The fraction of final layout cells sized beyond drive strength 1 is 0.367.
- The arrival time of data at the worst endpoint is listed as 1310 ps.
- For this run, the top clock speed supported by timing is 0.865 GHz.
- The number of max-slew violations in the final report is 0.
- The cell taking the most area after synthesis reads sky130_fd_sc_hd__dfrtp_1.
- Total global-route track usage over all layers is 0.0162.
- The final weighted congestion recorded by global placement is 0.733.
- The number of cells in the yosys synthesis report reads 17.
- The cell area after placement reads 298 sq um.
- The cell at the root of the clock tree is sky130_fd_sc_hd__clkbuf_4.
- Recorded from the global router log, the overflow total was 0.
- The delay of the slowest cell on the worst path reads 460 ps.
- Buffers placed on the I/O ports in this run total 7.
- The cts-stage hold buffer count reads 0.
- The clock latency reported for the late side of the worst-skew pair reads 220 ps.
- The detailed-placement wirelength estimate is 370 um.
- The share of total power in combinational logic reads 0.242.
- The total internal power is 0.234 mW.
- The finished layout reports a core utilization of 0.0952.
- The type of the tightest min-delay check is primary input to async pin.
- The switching portion of total power reads 0.236.
- The flip-flop and latch count after synthesis is 2.
- The number of max-cap violations reads 0.
- The largest registers in the layout are state: 2 flops.
- Wires add up to 519 um.
- The area of all placed cells without fillers is 325 sq um.
- The starting density of the core reads 0.0454.
- The warning count from the yosys run is 0.
- The number of flip-flops in the largest register is 2.
- The floorplan die width reads 80 um.
- The number of global-route vias before repair came to 206.
- The clock tree from TritonCTS reads yes.
- Entering global routing, the biggest net connects 6 pins.
- The transition time of the tightest slew-check pin reads 187 ps.
- The net switching component of the power is 0.0722 mW.
- The vertical extent of the die reads 80 um.
- The row count is 21.
- The sink count of the clock tree reads 2.
- The number of top-level pins reads 8.
- Before any placement, the netlist area is recorded as 155 sq um.
- The total count of hold-check failures in the final report is 0.
- The peak supply drop reads 0.164 mV.
- Walking the worst path, the cells encountered are buf_6 -> or4b_1 -> nand3_1.
- The area growth from synthesis to layout is 110%.
- The number of setup violations in the final report is 0.
- The path depth of the worst reg2reg path is 3.
- The initial DRC count is 8.
- The synthesized netlist cell count is 17.
- The number of antenna diodes in the final layout is 0.
- The setup slack of the worst register-to-register path is 40 ps.
- The global-route wire length before repair reads 828 um.
- The highest net fanout along the worst path is 5.
- Warnings raised by the tools during the run amount to 27.
==> worst max-delay path by stage <==
| stage | from | end | slack, ps | depth (start not counted) |
|---|---|---|---|---|
| final | state[1] | state[1] | 40 | 3 |
| after global routing | state[1] | state[1] | 5 | 3 |
| after CTS | state[0] | count[0] | 1 | 2 |
==> cell type report <==
cell class                      instances  area, sq um
Sequential cell                         2         51.3
Inverter                                3         11.3
Clock buffer                            3         22.5
Fill cell                             403         3090
Multi-Input combinational cell         10         86.3
Tap cell                               46         57.6
Timing Repair Buffer                   12         96.3
==> synth_stat cells <==
library cell and number:
sky130_fd_sc_hd__or4b_1 1, sky130_fd_sc_hd__clkbuf_1 2, sky130_fd_sc_hd__nor3b_1 1, sky130_fd_sc_hd__dfrtp_1 2, sky130_fd_sc_hd__nand3_1 1, sky130_fd_sc_hd__o22ai_1 1, sky130_fd_sc_hd__nand4b_1 1, sky130_fd_sc_hd__ha_1 3
sky130_fd_sc_hd__inv_1 3, sky130_fd_sc_hd__nand2_1 1, sky130_fd_sc_hd__nand3b_1 1
==> power groups by stage <==
| stage | Combinational (mW) | Sequential, mW | Clock [mW] |
|---|---|---|---|
| finish | 0.0741 | 0.0811 | 0.151 |
| global route | 0.0845 | 0.0820 | 0.168 |
| CTS | 0.0810 | 0.0803 | 0.163 |
==> logic make-up (layout without fill, tap and decap cells) <==
logic type / count (synthesis) / count (layout) / synth area share
compound gates: 1 / 1 / 0.0403
fa+ha+maj: 3 / 3 / 0.242
buf+inv: 5 / 18 / 0.121
flops: 2 / 2 / 0.323
simple gates: 6 / 6 / 0.274
==> metal layers <==
metal	part of all wire	global-route usage	wire, um
met1	0.50	0.0173	261
met2	0.38	0.0257	196
met3	0.12	0.00909	61
met4	0	0.00704	0
met5	0	0	0
==> metrics by stage <==
step | cells | TNS (ps) | total power, mW | hold WS, ps
floorplan | 17 | 0 | 0.103 | -18.8
global placement | 71 | -685 | 0.152 | 401
detailed placement | 71 | -711 | 0.154 | 410
CTS | 77 | 0 | 0.325 | 162
global route | 76 | 0 | 0.334 | 196
finish | 76 | 0 | 0.306 | 179
==> critical path: cells and delay by family (launching register included) <==
family	cells	cell delay [ps]
and+or+nand+nor	2	560
DFF	1	400
buffers and inverters	1	130
==> placed cells by master, fill, tap and decap left out, drive strengths merged, types with 2 or more instances in the layout <==
| master | netlist | layout |
|---|---|---|
| buf | 0 | 5 |
| clkbuf | 2 | 5 |
| dfrtp | 2 | 2 |
| dlygate4sd2 | 0 | 4 |
| ha | 3 | 3 |
| inv | 3 | 3 |
==> repair_timing <==
action	CTS	global route
buffers inserted	3	0
endpoints found under the setup margin	5	2
pin swaps	1	3
resized	8	4
Power and IR drop assume default switching activity.
